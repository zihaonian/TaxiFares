**design.v**
```verilog
module Stepper_motors
#(
    parameter   CNT_MAX =   20'd399_999
)
(
    input   wire            sys_clk         ,   
    input   wire            sys_rst_n       ,    
    input   wire            flag_key_launch , 
    input   wire            flag_key_step   ,  
    output  reg     [3:0]   StepDrive       
);
reg [19:0]  cnt_20ms;
reg [2:0]   State   ;
always@(posedge sys_clk or  negedge sys_rst_n)
    if(sys_rst_n    ==  1'b0)
        cnt_20ms    <=   20'd0;
    else if(cnt_20ms ==  CNT_MAX)
        cnt_20ms    <=  20'd0;
    else if( flag_key_launch == 1'b1 && flag_key_step == 1'b0)   
        cnt_20ms    <=  cnt_20ms    +   20'd1;
    else 
        cnt_20ms    <=  cnt_20ms;
always @(posedge sys_clk or negedge sys_rst_n)
	if(sys_rst_n == 1'b0)
		State <= 3'b000;
    else if(cnt_20ms ==  CNT_MAX)
        State <= State + 3'b1;
    else
        State <= State;
always @(posedge sys_clk or negedge sys_rst_n)
	if(sys_rst_n == 1'b0)
		StepDrive <= StepDrive;
	else 
        case(State)
            3'b000  : StepDrive <= 4'b0001  ; 
            3'b001  : StepDrive <= 4'b0011  ; 
            3'b010  : StepDrive <= 4'b0010  ; 
            3'b011  : StepDrive <= 4'b0110  ; 
            3'b100  : StepDrive <= 4'b0100  ; 
            3'b101  : StepDrive <= 4'b1100  ; 
            3'b110  : StepDrive <= 4'b1000  ; 
            3'b111  : StepDrive <= 4'b1001  ; 
            default : StepDrive <= StepDrive;
         endcase
endmodule
module  binary2bcd_216
(
    input   wire        sys_clk     ,
    input   wire        sys_rst_n   ,
    input   wire [19:0] in_data        ,
    output  reg [3:0]   unit        ,
    output  reg [3:0]   ten         ,
    output  reg [3:0]   hun         ,
    output  reg [3:0]   tho         ,
    output  reg [3:0]   t_tho       ,
    output  reg [3:0]   h_tho       
);
reg         shift_flag  ;
reg [4:0]   cnt_flag    ;
reg [43:0]  data        ;
always@(posedge sys_clk or  negedge sys_rst_n)
    if(sys_rst_n    ==  1'b0)
        shift_flag  <=   1'b0;
    else
        shift_flag  <=   ~shift_flag;
always@(posedge sys_clk or  negedge sys_rst_n)
    if(sys_rst_n    ==  1'b0)
        cnt_flag  <=   5'b0;
    else    if((cnt_flag    ==  5'd21)    &&  (shift_flag   ==  1'b1))
        cnt_flag  <=   5'b0;
    else    if(shift_flag   ==  1'b1)
        cnt_flag  <=  cnt_flag   +   1'b1;
    else
        cnt_flag  <=  cnt_flag;
always@(posedge sys_clk or  negedge sys_rst_n)
    if(sys_rst_n    ==  1'b0)
        data  <=   44'd0;
    else    if(cnt_flag    ==  5'd0)
        data  <=   {24'd0,in_data};
    else    if((cnt_flag    <=  5'd20)    &&  (shift_flag  ==  1'b0))
        begin
            data[23:20] <= (data[23:20] > 4) ? (data[23:20] + 2'd3) : (data[23:20]);
            data[27:24] <= (data[27:24] > 4) ? (data[27:24] + 2'd3) : (data[27:24]);
            data[31:28] <= (data[31:28] > 4) ? (data[31:28] + 2'd3) : (data[31:28]);
            data[35:32] <= (data[35:32] > 4) ? (data[35:32] + 2'd3) : (data[35:32]);
            data[39:36] <= (data[39:36] > 4) ? (data[39:36] + 2'd3) : (data[39:36]);
            data[43:40] <= (data[43:40] > 4) ? (data[43:40] + 2'd3) : (data[43:40]);
        end
    else    if((cnt_flag    <=  5'd20)    &&  (shift_flag  ==  1'b1))
        data  <=  data   << 1;
    else
        data  <=  data;
always@(posedge sys_clk or  negedge sys_rst_n)
    if(sys_rst_n    ==  1'b0)
        begin
            unit    <=  4'd0;
            ten     <=  4'd0;
            hun     <=  4'd0;
            tho     <=  4'd0;
            t_tho   <=  4'd0;
            h_tho   <=  4'd0;
        end
    else    if(cnt_flag    ==  5'd21)
        begin
            unit    <=  data[23:20];
            ten     <=  data[27:24];
            hun     <=  data[31:28];
            tho     <=  data[35:32];
            t_tho   <=  data[39:36];
            h_tho   <=  data[43:40];
        end
    else
        begin
            unit    <=  unit ;
            ten     <=  ten  ;
            hun     <=  hun  ;
            tho     <=  tho  ;
            t_tho   <=  t_tho;
            h_tho   <=  h_tho;
        end
endmodule
module distance_cnt
(
    input   wire            encoder_pulses  ,      
    input   wire            sys_rst_n       ,    
    input   wire            flag_key_launch , 
    input   wire            flag_key_step   ,  
    output  reg [19:0]      distance       
);
always@(posedge encoder_pulses or  negedge sys_rst_n)
    if(sys_rst_n    ==  1'b0)
        distance    <=   20'd0;
    else if( flag_key_launch == 1'b1 && flag_key_step == 1'b0)   
        distance    <=  distance    +   20'd1;
    else 
        distance    <=  distance;
endmodule
module hc595_ctrl
(
    input   wire        sys_clk,
    input   wire        sys_rst_n,   
    input   wire [5:0]   sel     ,
    input   wire [7:0]   seg     ,
    output  reg        stcp     ,
    output  reg        shcp     ,  
    output  reg        ds       , 
    output  wire       oe            
);
reg [1:0]   cnt;
reg [3:0]   cnt_num;
wire [13:0]  data;
assign  data={seg[0],seg[1],seg[2],seg[3],seg[4],seg[5],seg[6],seg[7],sel};
assign  oe  =  ~sys_rst_n; 
always@(posedge sys_clk or  negedge sys_rst_n)
    if(sys_rst_n    ==  1'b0)
        cnt <=   2'd0;
    else if(cnt ==  2'd3)
        cnt <=   2'd0;
    else
        cnt <=   cnt    +   1'b1;
always@(posedge sys_clk or  negedge sys_rst_n)
    if(sys_rst_n    ==  1'b0)
        cnt_num <=   4'd0;
    else if(cnt ==  2'd3    &&  cnt_num ==  4'd13)
        cnt_num <=  4'd0;
    else if(cnt ==  2'd3)
        cnt_num <=  cnt_num  +   1'b1;
    else    
        cnt_num <=  cnt_num;
always@(posedge sys_clk or  negedge sys_rst_n)
    if(sys_rst_n    ==  1'b0)
        stcp <=   1'b0;
    else if(cnt ==  2'd3    &&  cnt_num ==  4'd13)
        stcp <=   1'b1;
    else    
        stcp <=   1'b0;
always@(posedge sys_clk or  negedge sys_rst_n)
    if(sys_rst_n    ==  1'b0)
        shcp <=   1'b0;
    else if(cnt ==  2'd3 ||cnt ==  2'd2)
        shcp <=   1'b1;
    else
        shcp <=   1'b0;
always@(posedge sys_clk or  negedge sys_rst_n)
    if(sys_rst_n    ==  1'b0)
        ds  <=  1'b0;
    else if(cnt ==  2'd0)
        ds <=   data[cnt_num];
    else
        ds <=   ds;
endmodule
module  key_filter
#(
    parameter   CNT_MAX =   20'd399_999
)
(
    input   wire    sys_clk     ,
    input   wire    sys_rst_n   ,
    input   wire    key_in      ,
    output  reg     key_flag    
);  
reg [19:0]  cnt_20ms;
always@(posedge sys_clk or  negedge sys_rst_n)
    if(sys_rst_n    ==  1'b0)
        cnt_20ms    <=   20'd0;
    else    if(key_in ==  1'b1)
        cnt_20ms    <=   20'd0;
    else    if(cnt_20ms ==  CNT_MAX)
        cnt_20ms    <=  cnt_20ms;
    else    
        cnt_20ms    <=  cnt_20ms    +   20'd1;
always@(posedge sys_clk or  negedge sys_rst_n)
    if(sys_rst_n    ==  1'b0)
        key_flag   <=   1'b0;
    else    if(cnt_20ms ==  (CNT_MAX -   20'd1))
        key_flag   <=   ~key_flag;
    else    
        key_flag   <=   key_flag;
endmodule
module price_cnt
#(
    parameter   CNT_2S =   27'd100_0000_0000
)
(
    input   wire            sys_clk         ,
    input   wire            sys_rst_n       ,  
    input   wire [19:0]     distance        ,
    input   wire            encoder_pulses  ,      
    input   wire            flag_key_launch , 
    input   wire            flag_key_step   ,  
    output  reg [19:0]      price   
);
reg [26:0]  cnt_2s;
always@(posedge sys_clk or  negedge sys_rst_n)
    if(sys_rst_n    ==  1'b0)
        cnt_2s    <=   27'd0;
    else    if(cnt_2s ==  CNT_2S)
        cnt_2s    <=  27'd0;
    else    if(flag_key_launch == 1'b1 && flag_key_step == 1'b1)   
        cnt_2s    <=  cnt_2s    +   20'd1;
    else    
        cnt_2s    <=  cnt_2s;
always@(posedge encoder_pulses or  negedge sys_rst_n)
    if(sys_rst_n    ==  1'b0)
        price    <=   20'd0 ;
    else    if( flag_key_launch == 1'b1 && flag_key_step == 1'b0 && (distance == 20'd1 || distance == 20'd2 || distance == 20'd3))   
        price    <=  20'd6  ;
    else    if( flag_key_launch == 1'b1 && flag_key_step == 1'b0)   
        price    <=  price    +   20'd1;
    else    if(flag_key_launch == 1'b1 && flag_key_step == 1'b1 && cnt_2s ==  CNT_2S - 1'b1)
        price    <=  price    +   20'd2;    
    else 
        price    <=  price  ;
endmodule
module  seg_dynamic
#(
    parameter   cnt_max =   16'd499_99
)
(
    input   wire            sys_clk     ,
    input   wire            sys_rst_n   ,
    input   wire    [5:0]   point       ,
    input   wire    [3:0]   unit        ,                                                                  
    input   wire    [3:0]   ten         , 
    input   wire    [3:0]   hun         , 
    input   wire    [3:0]   tho         , 
    input   wire    [3:0]   t_tho       , 
    input   wire    [3:0]   h_tho       , 
    input   wire            seg_on      ,
    output  reg [7:0]   seg         ,
    output  reg [5:0]   sel              
);
parameter   seg_0   =   7'b100_0000, seg_1   =   7'b111_1001, 
            seg_2   =   7'b010_0100, seg_3   =   7'b011_0000, 
            seg_4   =   7'b001_1001, seg_5   =   7'b001_0010, 
            seg_6   =   7'b000_0010, seg_7   =   7'b111_1000, 
            seg_8   =   7'b000_0000, seg_9   =   7'b001_0000;
reg     [15:0]  cnt_1ms     ;
reg             cnt_flag    ;
reg     [2:0]   cnt_sel     ;
wire    [6:0]   in_point    ;
reg     [3:0]   data_disp   ;
reg             dot_disp    ;
reg     [5:0]   sel_reg     ;
assign  in_point    =   {2'd0,point}        ;
always@(posedge sys_clk or  negedge sys_rst_n)
    if(sys_rst_n    ==  1'b0)
        cnt_1ms <=   16'd0;
    else    if(cnt_1ms  ==  cnt_max)
        cnt_1ms <=   16'd0;
    else
        cnt_1ms <=   cnt_1ms    +   1'b1;
always@(posedge sys_clk or  negedge sys_rst_n)
    if(sys_rst_n    ==  1'b0)
        cnt_flag <=   1'b0;
    else    if(cnt_1ms  ==  cnt_max -   1'b1)
        cnt_flag <=   1'b1;
    else
        cnt_flag <=   1'b0; 
always@(posedge sys_clk or  negedge sys_rst_n)
    if(sys_rst_n    ==  1'b0)
        cnt_sel <=   3'd0;
    else    if((cnt_flag ==   1'b1) &&  (cnt_sel ==   3'd5))
        cnt_sel <=   3'd0;
    else    if(cnt_flag ==   1'b1)
        cnt_sel <=   cnt_sel    +   1'b1; 
    else
        cnt_sel <=   cnt_sel;
always@(posedge sys_clk or  negedge sys_rst_n)
    if(sys_rst_n    ==  1'b0)
        data_disp   <=  4'b0000;
    else    if(seg_on  ==  1'b1)
        case(cnt_sel)
            3'd0    :   data_disp   <=  unit    ;
            3'd1    :   data_disp   <=  ten     ;
            3'd2    :   data_disp   <=  hun     ;
            3'd3    :   data_disp   <=  tho     ;
            3'd4    :   data_disp   <=  t_tho   ;
            3'd5    :   data_disp   <=  h_tho   ;
            default :   data_disp   <=  4'b0000 ;
        endcase
    else
        data_disp      <=  4'b0000 ;
always@(posedge sys_clk or  negedge sys_rst_n)
    if(sys_rst_n    ==  1'b0)
        dot_disp <=   1'b1;
    else    if(cnt_flag ==   1'b1)
        dot_disp <=   ~in_point[cnt_sel +   2'b01]; 
    else
        dot_disp <= dot_disp;
always@(posedge sys_clk or  negedge sys_rst_n)
    if(sys_rst_n    ==  1'b0)
        seg <=   8'd0   ;
    else
        case(data_disp)
            4'd0    :   seg <=  {dot_disp,seg_0};
            4'd1    :   seg <=  {dot_disp,seg_1};
            4'd2    :   seg <=  {dot_disp,seg_2};
            4'd3    :   seg <=  {dot_disp,seg_3};
            4'd4    :   seg <=  {dot_disp,seg_4};
            4'd5    :   seg <=  {dot_disp,seg_5};
            4'd6    :   seg <=  {dot_disp,seg_6};
            4'd7    :   seg <=  {dot_disp,seg_7};
            4'd8    :   seg <=  {dot_disp,seg_8};
            4'd9    :   seg <=  {dot_disp,seg_9};
            default :   seg <=  8'd0            ;
        endcase
always@(posedge sys_clk or  negedge sys_rst_n)
    if(sys_rst_n    ==  1'b0)
        sel_reg <=   6'd1;
    else    if((cnt_flag ==   1'b1) &&  (cnt_sel == 3'd5))
        sel_reg <=   6'd1; 
    else    if(cnt_flag ==   1'b1)
        sel_reg <=   sel_reg    << 1'b1; 
    else
        sel_reg <=   sel_reg            ;
always@(posedge sys_clk or  negedge sys_rst_n)
    if(sys_rst_n    ==  1'b0)
        sel <=   6'b000_000 ;
    else
        sel <=   sel_reg    ;
endmodule
module top_taxi_fares
(
    input   wire            sys_clk         ,   
    input   wire            sys_rst_n       , 
    input   wire            encoder_pulses  ,      
    input   wire            key_launch      , 
    input   wire            key_step        ,  
    output wire             stcp            ,
    output wire             shcp            , 
    output wire             ds              , 
    output wire             oe              , 
    output wire             flag_key_launch ,
    output wire             flag_key_step   ,
    output wire [3:0]       StepDrive               
);    
wire    [19:0]      distance_binary ; 
wire    [19:0]      price_binary    ;
wire    [3:0]       distance_unit   ;
wire    [3:0]       distance_ten    ;
wire    [3:0]       distance_hun    ; 
wire    [3:0]       price_unit      ;
wire    [3:0]       price_ten       ;
wire    [3:0]       price_hun       ; 
wire    [7:0]       seg             ;
wire    [5:0]       sel             ;
wire    [3:0]      invalid_distance_tho         ;
wire    [3:0]      invalid_distance_t_tho       ;  
wire    [3:0]      invalid_distance_h_tho       ; 
wire    [3:0]      invalid_price_tho            ;
wire    [3:0]      invalid_price_t_tho          ;  
wire    [3:0]      invalid_price_h_tho          ;   
key_filter
#(
   .CNT_MAX(20'd399_999)
)key_filter_inst1
(
    .sys_clk    (sys_clk)       ,
    .sys_rst_n  (sys_rst_n)     ,
    .key_in     (key_launch)    ,
    .key_flag   (flag_key_launch)     
);
key_filter
#(
   .CNT_MAX(20'd399_999)
)key_filter_inst2
(
    .sys_clk    (sys_clk)       ,
    .sys_rst_n  (sys_rst_n)     ,
    .key_in     (key_step)      ,
    .key_flag   (flag_key_step)     
);
Stepper_motors
#(
    .CNT_MAX(20'd399_999)
)Stepper_motors_inst
(
    .sys_clk        (sys_clk)           ,   
    .sys_rst_n      (sys_rst_n)         ,    
    .flag_key_launch(flag_key_launch)   , 
    .flag_key_step  (flag_key_step)     ,  
    .StepDrive      (StepDrive)
);
distance_cnt distance_cnt_inst
(
    .encoder_pulses  (encoder_pulses),      
    .sys_rst_n       (sys_rst_n),    
    .flag_key_launch (flag_key_launch), 
    .flag_key_step   (flag_key_step),  
    .distance        (distance_binary)
);
price_cnt 
#(
    .CNT_2S (27'd100_0000_0000)
)price_cnt_inst
(
    .sys_clk        (sys_clk)           ,
    .sys_rst_n      (sys_rst_n)         ,  
    .distance       (distance)          ,
    .encoder_pulses (encoder_pulses)    ,        
    .flag_key_launch(flag_key_launch)   , 
    .flag_key_step  (flag_key_step)     ,  
    .price          (price_binary)
);
binary2bcd_216 binary2bcd_216_inst1
(
    .sys_clk   (sys_clk)                ,
    .sys_rst_n (sys_rst_n)              ,
    .in_data   (distance)               ,
    .unit      (distance_unit)          ,
    .ten       (distance_ten)           ,
    .hun       (distance_hun)           ,
    .tho       (invalid_distance_tho)   ,
    .t_tho     (invalid_distance_t_tho) ,
    .h_tho     (invalid_distance_h_tho)     
);
binary2bcd_216 binary2bcd_216_inst2
(
    .sys_clk   (sys_clk)                ,
    .sys_rst_n (sys_rst_n)              ,
    .in_data   (price_binary)           ,
    .unit      (price_unit)             ,
    .ten       (price_ten)              ,
    .hun       (price_hun)              ,
    .tho       (invalid_price_tho)      ,
    .t_tho     (invalid_distance_t_tho) ,
    .h_tho     (invalid_distance_h_tho)    
);
seg_dynamic
#(
   .cnt_max(16'd499_99)
)seg_dynamic_inst
(
    . sys_clk   (sys_clk)       ,
    . sys_rst_n (sys_rst_n)     ,
    . point     (6'd0)          ,
    . unit      (price_unit)    ,                                                                  
    . ten       (price_ten)     , 
    . hun       (price_hun)     , 
    . tho       (distance_unit) , 
    . t_tho     (distance_ten)  , 
    . h_tho     (distance_hun)  , 
    . seg_on    (1'b1)          ,
    .seg        (seg)           ,
    .sel        (sel)     
);
hc595_ctrl  hc595_ctrl_inst  
(
    . sys_clk    (sys_clk)      ,
    . sys_rst_n  (sys_rst_n)    ,   
    .  sel       (sel)          ,
    .  seg       (seg)          ,
    .stcp        (stcp)         ,
    .shcp        (shcp)         ,  
    .ds          (ds)           , 
    .oe          (oe)  
);
endmodule
```
**run.sh**
```bash
#!/bin/bash
# OpenROAD 26Q1-2900-gdf79404cd8, Yosys 0.63+post, stock flow scripts
make -C /OpenROAD-flow-scripts/flow DESIGN_CONFIG=/design/flow/config.mk WORK_HOME=/design/flow/orfs finish
```
**config.mk**
```make
export PLATFORM = sky130hd
export DESIGN_NAME = top_taxi_fares
export DESIGN_NICKNAME = top_taxi_fares
export VERILOG_FILES = /design/flow/design.v
export SDC_FILE = /design/flow/constraint.sdc
export NUM_CORES = 4
export LEC_CHECK = 1
export CORE_UTILIZATION = 30
```
**constraint.sdc**
```tcl
current_design top_taxi_fares

set clk_period 3.9
set clk_io_pct 0.2

create_clock -name clk0 -period $clk_period [get_ports {encoder_pulses}]
create_clock -name clk1 -period $clk_period [get_ports {sys_clk}]

set non_clock_inputs [all_inputs -no_clocks]
set_input_delay [expr $clk_period * $clk_io_pct] -clock clk0 $non_clock_inputs
set_output_delay [expr $clk_period * $clk_io_pct] -clock clk0 [all_outputs]
```
==> flow_summary.json <==
{
  "nFillCells": 4100,
  "synth-warning-count": 13,
  "top_regs": "binary2bcd_216_inst2.data (32), binary2bcd_216_inst1.data (31), price_cnt_inst.cnt_2s (27)",
  "die_w_um": 210,
  "synth.avg_cell_area_um2": 10.3,
  "finalNonFillerCells": 1871,
  "regMostFlops": "binary2bcd_216_inst2.data",
  "cts.repair.resized": 0,
  "ctsHoldBuffers": 0,
  "grt_max_degree": 124,
  "synth_cell_types": 71,
  "synth_area_um2": 13000,
  "overflow": 0,
  "warnings": 49,
  "route.antenna.remaining_nets": 0,
  "required_ps": 4070,
  "finalWirelength_mm": 24.4,
  "switchingPower_mw": 1.18,
  "hold_ws_ps": 69.8,
  "rr_startpoint": "price_cnt_inst.cnt_2s[0]$_DFFE_PN0P_",
  "ff_type": "dfrtp_1",
  "yosysChipArea_um2": 13000,
  "max_stage_delay_ps": 440,
  "clk_transition_reported_paths_ps": 60,
  "worst_path_most_repeated_cell": "nand4_1",
  "dp.cells": 1817,
  "diodes": 0,
  "layout_setup_ws_ps": 1250,
  "track_usage": 0.119,
  "reg2reg_to": "price_cnt_inst.price[12]$_DFFE_PN0P_",
  "start_kind": "flop",
  "antenna_found_initial": 0,
  "hold_violations": 0,
  "skew_ps": 33.1,
  "p_clk_frac": 0.496,
  "cts_num_sinks": 268,
  "combPwrFrac": 0.014,
  "critical_path.max_fanout": 8,
  "cp_top_family": "simple AND/OR/NAND/NOR gates",
  "ios": 15,
  "edf_count": 4,
  "setup_viol": 0,
  "core_area_um2": 42300,
  "portBuffers": 13,
  "tightest_slew_ps": 936,
  "finalSetupTns_ps": 0,
  "dr.pass1.iters": 8,
  "hold_path.class": "in -> async",
  "dp_slack_ps": 1410,
  "rows": 75,
  "route.detailed.wl_per_inst_um": 13.1,
  "area_delta_synth_final_pct": 13.7,
  "ys_cells": 1266,
  "crit_type": "reg -> reg",
  "crit_buf_inv": 0,
  "leakagePower_nw": 6.48,
  "power_frac_seq": 0.490,
  "vias": 9221,
  "swShare": 0.207,
  "slew_violations": 0,
  "fp.dieH_um": 210,
  "ir_drop_mv": 0.323,
  "relSlewSlack": 0.370,
  "worstPathArrival_ps": 2820,
  "max_cap_violations": 0,
  "grt_pass1_vias": 8918,
  "netlist_instances": 1266,
  "critPathCaptureType": "flop",
  "cts_tree": "done",
  "r2r_setup_slack_ps": 1250,
  "drc": 0,
  "initCoreUtil": 0.307,
  "r2r_cells": 6,
  "drive_above_1_share": 0.0757,
  "p_int_mw": 4.53,
  "numSynthFlops": 268,
  "synthArstFlopShare": 0.985,
  "ys_seq_share": 0.517,
  "place_congestion": 0.846,
  "viasPerCell": 4.93,
  "cp_slowest_cell": "nand4_1",
  "largest_reg_flops": 32,
  "drtIter0Drc": 515,
  "cts_setup_buffers": 0,
  "powerDensity_nw_per_um2": 386,
  "path_cells": "ha_1 > nand4_1 > nor4_2 > nand4_1 > a211oi_1 > xor2_1",
  "dp_hpwl_mm": 15.6,
  "die_area_um2": 44200,
  "status": "finished, final reports clean",
  "rsz0062_at_grt": "no",
  "grt_pass1_wl_mm": 43.3
}
-- synthesized netlist by cell type (4+ instances only) --
cell        n  share of area
a21oi_1    50          0.019
ha_1       41          0.039
nor2_1    100          0.029
xor2_1     60          0.040
a32o_1      4         0.0031
and3_1     18         0.0087
mux2i_1    23          0.018
o21ai_0   105          0.040
nor2b_1     8         0.0038
mux2_2     13          0.011
nand3_1    59          0.023
o211ai_1   10         0.0058
inv_1      49          0.014
clkbuf_1   48          0.014
nor3_1     16         0.0062
nand2b_1   11         0.0053
a211oi_1   13         0.0075
nor4b_1     5         0.0034
xnor2_1    43          0.029
a41oi_1     4         0.0027
nand2_1   118          0.034
dfrtp_1   263           0.51
or3_1       8         0.0038
nand4_1    28          0.013
a22o_1     27          0.018
a222oi_1    4         0.0031
a31oi_1    17         0.0082
o31ai_1     8         0.0046
and4_1     14         0.0094
o41ai_1     4         0.0027
o311a_1     6         0.0046
nor4_1     10         0.0048
edfxtp_1    4         0.0092
buf_2       4         0.0015
and2_1     12         0.0058
o32ai_1     6         0.0040
nand4b_1    4         0.0027
-- cell type report --
| class | instances | area, µm² | area share |
|---|---|---|---|
| Clock buffer | 47 | 906 | 0.0612 |
| Clock inverter | 7 | 98.8 | 0.00668 |
| Inverter | 50 | 188 | 0.0127 |
| Multi-Input combinational cell | 895 | 5900 | 0.399 |
| Sequential cell | 268 | 6730 | 0.455 |
| Tap cell | 577 | 722 | 0.0488 |
| Timing Repair Buffer | 27 | 253 | 0.0171 |
-- stage by stage --
stage | total power [mW] | area [µm²] | utilization
after global routing | 5.92 | 14800 | 0.350
final | 5.71 | 14800 | 0.350
after floorplan | 2.87 | 13000 | -
after detailed placement | 2.94 | 13800 | 0.326
after global placement | 2.94 | 13800 | 0.326
after CTS | 5.81 | 14800 | 0.350
-- routing by layer --
layer | share of wire | GRT usage | vias to the layer above
met5 | 0 | 0 | -
met4 | 0.022 | 0.0252 | 0
li1 | - | - | 4560
met2 | 0.44 | 0.179 | 159
met3 | 0.045 | 0.0233 | 43
met1 | 0.49 | 0.183 | 4459
-- how the worst max path moves through the flow --
stage,depth (start not counted),slack [ps],to,startpoint
after CTS,6,1200,price_cnt_inst.price[12]$_DFFE_PN0P_,price_cnt_inst.cnt_2s[0]$_DFFE_PN0P_
after global routing,6,1060,price_cnt_inst.price[12]$_DFFE_PN0P_,price_cnt_inst.cnt_2s[0]$_DFFE_PN0P_
final,6,1250,price_cnt_inst.price[12]$_DFFE_PN0P_,price_cnt_inst.cnt_2s[0]$_DFFE_PN0P_
-- cells in the final DEF (no fill, tap or decap), types with 11 or more instances in the layout --
cell type / synthesis / final
nand3_1: 59 / 59
dfrtp_1: 263 / 263
a21oi_1: 50 / 50
and4_1: 14 / 14
mux2i_1: 23 / 23
inv_1: 49 / 49
mux2_2: 13 / 13
a211oi_1: 13 / 13
a31oi_1: 17 / 17
nand4_1: 28 / 28
nor2_1: 100 / 100
xnor2_1: 43 / 43
clkbuf_16: 0 / 31
clkdlybuf4s50_1: 0 / 12
buf_4: 1 / 13
a22o_1: 27 / 27
nor3_1: 16 / 15
nand2_1: 118 / 118
and3_1: 18 / 18
o21ai_0: 105 / 105
nand2b_1: 11 / 11
xor2_1: 60 / 60
ha_1: 41 / 41
and2_1: 12 / 12
-- cell families after synthesis --
group           synth area share
simple gates               0.175
compound gates             0.134
flops                      0.517
xor+xnor                  0.0693
buf+inv                   0.0304
fa+ha+maj                 0.0394
mux                       0.0341
-- power groups by stage --
stage	combinational, mW	clock [mW]	sequential, mW
after CTS	0.0871	2.93	2.80
after global routing	0.0977	3.03	2.80
final	0.0806	2.83	2.80
No activity file was given, so power comes from the tool's default toggle rates.
